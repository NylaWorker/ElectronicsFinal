$ cat design/flow/run.sh
#!/bin/bash
# OpenROAD 26Q1-2900-gdf79404cd8, Yosys 0.63+post, stock flow scripts
make -C /OpenROAD-flow-scripts/flow DESIGN_CONFIG=/design/flow/config.mk WORK_HOME=/design/flow/orfs finish
$ cat design/flow/config.mk
export PLATFORM = sky130hd
export DESIGN_NAME = ledFunc
export DESIGN_NICKNAME = ledFunc
export VERILOG_FILES = /design/flow/design.v
export SDC_FILE = /design/flow/constraint.sdc
export NUM_CORES = 4
export LEC_CHECK = 1
export CORE_UTILIZATION = 40
$ cat design/flow/constraint.sdc
current_design ledFunc

set clk_period 5.9
set clk_io_pct 0.2

create_clock -name clk0 -period $clk_period [get_ports {Clkin}]

set non_clock_inputs [all_inputs -no_clocks]
set_input_delay [expr $clk_period * $clk_io_pct] -clock clk0 $non_clock_inputs
set_output_delay [expr $clk_period * $clk_io_pct] -clock clk0 [all_outputs]
$ cat design/flow/design.v
  `timescale 1ns / 1ps
module ledFunc(R1in,R2in,B1in,B2in,G1in,G2in,Latin,Clkin,Ain,Bin,Cin,R1,R2,B1,B2,G1,G2,Lat,Clk,A,B,C );
	 (*LOC = "A8" *) input Latin;
	 (*LOC = "C4" *) input Ain;
	 (*LOC = "D9" *) input Cin;
	 (*LOC = "B8" *) input Bin;
	 (* CLOCK_DEDICATED_ROUTE = "FALSE", LOC = "V10" *) input  Clkin;		 
   (* LOC = "L7" *)output reg Clk;	 
	 (*LOC = "T10" *) input R1in;
	 (*LOC = "T9" *) input R2in;
	 (*LOC = "N8" *) input G1in;
	 (*LOC = "U8" *) input G2in;
	 (*LOC = "V9" *) input B1in;
	 (*LOC = "M8" *) input B2in;
	 (*LOC = "P11" *) output reg B2;
	 (*LOC = "N10" *) output reg B1;
	 (*LOC = "T12" *) output reg R1;
	 (*LOC = "V12" *) output reg R2;
	 (*LOC = "K2" *) output G1;
	 (*LOC = "K1" *) output  G2;
	 (*LOC = "H3" *) output reg Lat;
	 (*LOC = "G11" *) output reg A;
	 (*LOC = "F10" *) output reg B;
	 (*LOC = "F11" *) output reg C;
	  assign G1 = G1in;
	  assign G2 = G2in;	
	  reg[15:0]a;
		reg [15:0] b;	
   reg [25:0] count;
	reg [35:0] ranA;
	reg [35:0] ranB;
	reg [35:0] ranC;
		always @(posedge Clkin)
			begin
					count <=count +1;
					if (count == 5) begin
						count <= 0;
						Clk <= !Clk;
						Lat <= !Lat;
					end;
					ranA <= ranA +1;
					ranB <= ranB +1;
					if(ranB == 100) begin
						B1 <= !B2;
					end; 
					if(ranB ==19999) begin
						R2 <= !R2;
						R1 <= !R1;
						ranB <= 0;
					end;
					if(ranB ==199) begin
						B2 <= !B2;
					end;
					if(ranA == 1000) begin
						A <= !A ;
						B <= !B;
						C <= !C;
					end;
					if(ranA == 2000) begin
						A <= !A ; 
					end;
					if(ranA == 3000) begin
						A <= !A ;  
						B <= !B;   
					end;
					if(ranA == 4000) begin
						A <= !A ; 
					end;
					if(ranA == 5000) begin
						A <= !A ;  
						B <= !B;
						C<= !C; 
					end;
					if(ranA == 6000) begin
						A <= !A ;  
					end;
					if(ranA == 7000) begin
						B <= !B;
					end;
					if(ranA == 8000) begin
						A <= !A ;
						ranA <= 0;
					end;
			end;
endmodule
==> impl_metrics.json <==
{
  "outcome": "complete, no violations",
  "drt_iter0_drc": 120,
  "grt_usage_pct": 14.5,
  "finClkSkew_ps": 7.51,
  "mux_share_pct": 0.414,
  "ctsResizeCount": 0,
  "ff_type": "dfxtp_1",
  "dp_hpwl_um": 5830,
  "antenna-diode-count": 0,
  "power_density_nw_per_um2": 248,
  "async_flop_share_pct": 0,
  "hold_buffers": 0,
  "crit_path_max_fanout": 1,
  "num-fill-cells": 1092,
  "ant_nets": 0,
  "via_count": 3455,
  "cts-root-buf": "clkbuf_16",
  "logic_family": "simple AND/OR/NAND/NOR gates",
  "antenna_found_initial": 0,
  "io_buffers": 9,
  "core.rowCount": 39,
  "peakVddDrop_uv": 179,
  "clk_pin_slew_ps": 70,
  "yosysCellCount": 511,
  "drt-pass1-iter-count": 6,
  "yosysChipArea_um2": 4830,
  "coreArea_um2": 11600,
  "rsz0062_at_grt": "false",
  "die_width_um": 112,
  "openroad.warnings": 36,
  "grt.overflow.total": 0,
  "hold_path.class": "reg -> reg",
  "ctsLongestPathBuffers": 2,
  "syn2layout_area_growth_pct": 10.3,
  "maxSlewHeadroom_pct": 50.5,
  "lay_top_cells": "dfxtp_1 (98), xnor2_1 (50), xor2_1 (39)",
  "lay_top_count": "dfxtp_1",
  "clock_latency_ps": 340,
  "post-route-period-util_pct": 40.0,
  "fmax_mhz": 424,
  "drt_wl_total_um": 8380,
  "synth_cell_types": 42,
  "route.detailed.drc": 0,
  "postCtsSetupBuffers": 0,
  "routed_via_density": 5.21,
  "dr_wl_met3_um": 315,
  "synth-edff-count": 9,
  "synthXorXnorAreaFrac_pct": 16.1,
  "cts_tree": "yes",
  "cp.arrival_ps": 1180,
  "grt_pass1_wl_um": 14700,
  "syn_area_um2": 4830,
  "ys_seq_elements": 107,
  "setup_tns_ps": 0,
  "fin_crit_ps": 2360,
  "compound_area_share_pct": 1.61,
  "grt_max_degree": 19,
  "final-setup-viol-count": 0,
  "crit_type": "in -> out",
  "chip_area_um2": 12500,
  "drive_above_1_share_pct": 5.19,
  "critPathLaunchType": "input port",
  "ys_sh_simple_pct": 30.6,
  "cts_sinks": 107,
  "drv_slew": 0,
  "critPathRequiredTime_ps": 4720,
  "htree_levels": 3,
  "maxCapViolations": 0,
  "final-hold-violation-count": 0,
  "synth_cells": 511,
  "cts_buffers": 9,
  "total_power_mw": 1.32,
  "worstSetupEndpointType": "output pin",
  "fa_ha_area_share_pct": 1.55,
  "worst_slew_pin_slew_ps": 740,
  "gp_congestion": 0.821,
  "p_leak_nw": 1.89,
  "die_h_um": 112,
  "yosysSeqAreaShare_pct": 46.2,
  "yosysWarnings": 1,
  "grt_pass1_vias": 3133,
  "postSynthAreaPerCell_um2": 9.46,
  "initial_core_util_pct": 41.6,
  "met2_length_um": 3410,
  "wl_met1_um": 4530,
  "wl_per_cell_um": 12.6,
  "highest_layer": "met4",
  "pin_count": 22
}
## cell usage after synthesis, types with 3 or more instances
library cell	n	area share [%]
nand4b_1	4	0.72
buf_2	5	0.52
inv_1	22	1.7
nand4_1	37	4.8
nand3b_1	3	0.47
nand3_1	33	3.4
xnor2_1	50	9.1
or4_1	5	0.78
and4_1	12	2.2
dfxtp_1	98	41
or3b_2	3	0.54
nor2_1	38	3.0
and2_1	5	0.65
and3_1	14	1.8
nor4b_1	3	0.54
nor4_1	26	3.4
xor2_1	39	7.1
ha_1	6	1.6
a21oi_1	3	0.31
o21ai_0	3	0.31
edfxtp_1	9	5.6
clkbuf_1	10	0.78
nand2_1	35	2.7
nor3_1	21	2.2
## report_power, final
group / leakage, nW / internal [mW] / switching (mW)
combinational: 0.851 / 0 / 0
sequential: 0.894 / 0.730 / 0
clock: 0.149 / 0.327 / 0.264
total: 1.89 / 1.06 / 0.264
## cells by family (layout without fill, tap and decap cells)
group,after synthesis,count (layout)
compound gates,12,12
xor+xnor,89,89
fa+ha+maj,6,6
buf+inv,40,49
flops,107,107
mux,2,2
simple gates,255,255
## final cells by class
type	instances	area, µm²	area share (%)
Clock buffer	11	264	4.95
Multi-Input combinational cell	364	2430	45.6
Timing Repair Buffer	11	105	1.97
Tap cell	143	179	3.36
Clock inverter	5	37.5	0.704
Inverter	22	82.6	1.55
Sequential cell	107	2230	41.9
## sequential cells by signal (all words and copies together) (netlist names)
register / cells
ranA: 36
count: 26
C: 1
Clk: 1
B2: 1
R2: 1
B: 1
B1: 1
ranB: 36
A: 1
R1: 1
Lat: 1
## metal layers
layer,vias to the layer above,global-route usage [%]
met5,-,0
met4,0,2.07
met3,12,3.05
met2,50,20.7
met1,1559,23.6
li1,1834,-
## per-stage QoR
step / util (%) / hold WS [ps] / setup slack, ps / instances / area (µm²)
floorplan: - / 422 / 3440 / 511 / 4830
global placement: 43.3 / 446 / 3540 / 647 / 5030
detailed placement: 43.3 / 440 / 3540 / 647 / 5030
CTS: 45.9 / 459 / 3540 / 663 / 5330
global route: 45.9 / 475 / 3400 / 663 / 5330
finish: 45.9 / 462 / 3540 / 663 / 5330
## path summary, 6_finish.rpt
kind                            start             endpoint  slack, ps  cells past startpoint
setup / recovery                 G1in                   G1       3540                      0
hold reg to reg   ranB[35]$_SDFF_PN0_  ranB[35]$_SDFF_PN0_        460                      1
setup reg to reg  ranA[11]$_SDFF_PN0_  ranA[32]$_SDFF_PN0_       3560                      4
hold / removal    ranB[35]$_SDFF_PN0_  ranB[35]$_SDFF_PN0_        460                      1
No activity file was given, so power comes from the tool's default toggle rates.
