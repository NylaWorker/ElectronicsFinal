===== design.v =====
module	wbsmpladc(i_clk,
		i_wb_cyc, i_wb_stb, i_wb_we, i_wb_addr, i_wb_data,
			o_wb_ack, o_wb_stall, o_wb_data,
		o_csn, o_sck, i_miso,
		o_int);
	parameter [8:0]	CKPCK = 3;
	parameter [4:0]		TIMING_BITS=5'd20;
	parameter [(TIMING_BITS-1):0]	DEFAULT_RELOAD = 1814;
	parameter [0:0]		VARIABLE_RATE=1'b1;
	input	wire		i_clk;
	input	wire		i_wb_cyc, i_wb_stb, i_wb_we, i_wb_addr;
	input	wire	[31:0]	i_wb_data;
	output	reg		o_wb_ack;
	output	wire		o_wb_stall;
	output	reg	[31:0]	o_wb_data;
	output	wire		o_csn, o_sck;
	input	wire		i_miso;
	output	wire		o_int;
	reg				no_timer, rd_req, r_enabled, zclk,
					adc_req;
	reg	[(TIMING_BITS-1):0]	r_max_timer, r_timer_val;
	wire	[13:0]			w_data;
	wire	w_addr = (VARIABLE_RATE==1'b0)? 1'b0: i_wb_addr;
	initial	r_enabled = 1'b0;
	always @(posedge i_clk)
		if ((i_wb_stb)&&(i_wb_we)&&(!w_addr))
			r_enabled <= !i_wb_data[17];
	initial	r_max_timer = DEFAULT_RELOAD;
	always @(posedge i_clk)
		if ((i_wb_stb)&&(i_wb_we)&&(w_addr))
			r_max_timer <= i_wb_data[(TIMING_BITS-1):0];
	initial	rd_req = 1'b0;
	always @(posedge i_clk)
		rd_req <= (i_wb_stb)&&(!i_wb_we)&&(!w_addr);
	always @(posedge i_clk)
		if (w_addr)
			o_wb_data <= { {(32-TIMING_BITS){1'b0}},
					r_max_timer[(TIMING_BITS-1):0] };
		else
			o_wb_data <= { {(32-18){1'b0}}, w_data[13],
					!w_data[12], w_data[11:0], 4'h0 };
	always @(posedge i_clk)
		o_wb_ack <= i_wb_stb;
	assign	o_wb_stall = 1'b0;
	smpladc	#(CKPCK) lladc(i_clk, (adc_req), rd_req,
			r_enabled, o_csn, o_sck, i_miso, w_data);
	initial	no_timer = 1'b1;
	always @(posedge i_clk)
		no_timer <= (r_max_timer == 0);
	initial	r_timer_val = 0;
	always @(posedge i_clk)
		if ((!r_enabled)&&(!w_data[13]))
			r_timer_val <= 0;
		else if (r_timer_val == 0)
			r_timer_val <= (VARIABLE_RATE)?r_max_timer:DEFAULT_RELOAD;
		else
			r_timer_val <= r_timer_val - 1'b1;
	initial	zclk = 1'b0;
	always @(posedge i_clk)
		zclk <= (r_timer_val == { {(TIMING_BITS-1){1'b0}}, 1'b1 });
	always @(posedge i_clk)
		adc_req <= (zclk)||((no_timer)&&(i_wb_stb)&&(i_wb_we));
	assign	o_int = (w_data[12])&&(w_data[13]);
endmodule
`default_nettype	none
module	smpladc(i_clk, i_request, i_rd, i_en, o_csn, o_sck, i_miso, o_data);
	parameter [8:0]	CKPCK = 4;
	(* CLOCK_DEDICATED_ROUTE = "FALSE", LOC = "V10" *) input	wire		i_clk;
	input wire i_request;
   input wire	i_rd;
	input wire i_en;
	output	wire		o_csn;
	(* LOC = "E12" *)output	reg		o_sck;
	input	wire		i_miso;
	output	wire	[13:0]	o_data;
	reg	[8:0]	r_clk;
	reg		active, last_en, valid_stb, zclk, r_valid, hclk;
	reg	[4:0]	m_clk;
	reg	[15:0]	r_data;
	reg	[11:0]	r_output;
	initial	active    = 1'b0;
	initial	last_en   = 1'b0;
	initial	valid_stb = 1'b0;
	initial	m_clk     = 5'h0;
	initial	zclk      = 1'b0;
	initial	o_sck     = 1'b1;
	initial	r_clk     = 0;
	initial	hclk      = 1'b0;
	always @(posedge i_clk)
	begin
		if ((i_request)&&(!active))
			last_en <= i_en;
		if ((i_request)&&(!active)&&((i_en)||(last_en)))
			active <= 1'b1;
		else if ((hclk)&&(o_sck)&&(m_clk >= 5'h0a)&&(!i_en))
			active <= 1'b0;
		else if ((hclk)&&(o_sck)&&(m_clk >= 5'h10))
			active <= 1'b0;
		valid_stb <= ((hclk)&&(o_sck)&&(m_clk >= 5'h10));
		if (!active)
			m_clk <= 5'h0;
		else if (zclk)
			m_clk <= m_clk + 1'b1;
		zclk <= 1'b0;
		hclk <= 1'b0;	 
		if ((active)||(!o_sck))
		begin
			if (r_clk == CKPCK)
			begin
				hclk <= 1'b1;
				zclk  <= o_sck;
				o_sck <= (!o_sck)||(!active);
				r_clk <= 0;
			end else
				r_clk <= r_clk + 1'b1;
		end else begin
			r_clk <= (!active) ? CKPCK : 0;
			o_sck <= 1'b1;
		end
	end
	assign	o_csn = !active;
	initial	r_valid = 1'b0;
	always @(posedge i_clk)
		if (i_rd)
			r_valid <= (valid_stb);
		else
			r_valid <= (r_valid)||(valid_stb);
	always @(posedge i_clk)
		if ((hclk)&&(!zclk))
			r_data <= { r_data[14:0], i_miso };
	initial	r_output = 0;
	always @(posedge i_clk)
		if ((hclk)&&(o_sck)&&(m_clk >= 5'h10))
			r_output <= r_data[14:3];
	assign	o_data = { !last_en, r_valid, r_output };
endmodule

===== run.sh =====
#!/bin/bash
# OpenROAD 26Q1-2900-gdf79404cd8, Yosys 0.63+post, stock flow scripts
make -C /OpenROAD-flow-scripts/flow DESIGN_CONFIG=/design/flow/config.mk WORK_HOME=/design/flow/orfs finish

===== config.mk =====
export PLATFORM = sky130hd
export DESIGN_NAME = wbsmpladc
export DESIGN_NICKNAME = wbsmpladc
export VERILOG_FILES = /design/flow/design.v
export SDC_FILE = /design/flow/constraint.sdc
export NUM_CORES = 4
export LEC_CHECK = 1
export CORE_UTILIZATION = 30

===== constraint.sdc =====
current_design wbsmpladc

set clk_period 2.5
set clk_io_pct 0.2

create_clock -name clk0 -period $clk_period [get_ports {i_clk}]

set non_clock_inputs [all_inputs -no_clocks]
set_input_delay [expr $clk_period * $clk_io_pct] -clock clk0 $non_clock_inputs
set_output_delay [expr $clk_period * $clk_io_pct] -clock clk0 [all_outputs]

==> results_slide.txt <==
Run Summary

Timing
  • Worst Tran Pin Value: 0.812 ns
  • Min Clock Period, post-route: 2.09 ns
  • RSZ-0062 raised after global routing: false
  • Final setup viols: 0
  • Fin crit share: 83.4%
  • Rel. slew slack: a little under half
  • Final hold violation count: 0
  • Final max-slew violation count: 0
  • Fmax: 479 MHz
  • Setup TNS: 0 ns
  • Skew final: 0.00702 ns

Clocking
  • Post_cts resized: 0
  • TritonCTS clock tree: done
  • Clock transition at path regs: 0.05 ns
  • CTS HTree Levels: 4
  • Hold bufs inserted after CTS: 0
  • CTS Root Cell: clkbuf_16
  • Bufs on Longest Clock Path: 2
  • Worst skew pair latency: 0.40 ns
  • Post-CTS Setup Inserts: 0
  • Clk sink count: between 100 and 150
  • Num CTS Buffers: 17

Synth
  • Synth Area per Inst: 12.5 µm²
  • Yosys stat cell total: 343
  • Asr flop ratio synth: 0%
  • Number of enable flip-flop cells: 49
  • Syn Std Cell Area: 4290 µm²
  • Yosys Chip Area: 4290 µm²
  • Post-Syn Instances: 343
  • Register area share after synthesis: 64.6%
  • Yosys cell types: 45
  • Dominant Register Cell: dfxtp_1
  • Ys Warns: 2
  • FF+latch count, synth: roughly 110

Setup path
  • Reg-to-reg startpoint: r_timer_val[0]$_SDFF_PP0_
  • CP required: 2.00 ns
  • Setup CP Type: register to output port
  • Worst Path Arrival: 1.59 ns
  • Reg2Reg Capture Point: r_timer_val[16]$_SDFF_PP0_
  • Worst reg2reg path depth: 6
  • Setup crit start kind: register
  • Kind of end point of the critical path: output port
  • Largest fanout on the critical path: 9
  • Reg2reg setup slack: 0.46 ns

Global route
  • Most used routing layer: met2
  • Grt met1 use: between 15 and 20%
  • Number of global-route vias before repair: 2642
  • Tot GR Track Use: 12.0%
  • First-pass GRT wire length: 13300 µm
  • Initial antenna violation count: 0
  • Total gr overflow: 0
  • Met3 usage: 3.72%
  • GR Util met2: 18.2%
  • Largest net degree at the start of global routing: 24

Place
  • Hpwl dp: 5500 µm
  • Final GP Congestion: 0.833
  • Port Buffers: 48

Die
  • Die Width: between 100 and 150 µm
  • Row count: 43
  • Fp util: roughly 31%
  • Core area: 13900 µm²
  • Die height: 122 µm
  • I/O Pins: between 70 and 80
  • Die area: 14800 µm²

Pwr
  • Pwr dens: around 1100 nW/µm²
  • Total power draw: approximately 6 mW
  • Worst vdd ir: 0.000596 V
  • Leak: 1.98 nW

Finish
  • Final Core Density: 39.9%
  • Layout cells sized above 1: around an eighth
  • Commonest Layout Cell: dfxtp_1
  • Most frequent cells in the layout: dfxtp_1, edfxtp_1, clkdlybuf4s50_1
  • Area growth, synth to finish: 29.4%

Hold path
  • Worst Hold Class: register to register
  • Worst Min Path Start: lladc.valid_stb$_DFF_P_
  • Hold EP: lladc.r_valid$_DFF_P_
  • Hold Crit Depth: 1

Routing
  • # DRC: 0
  • Mean number of vias per cell: 4.56
  • Routed via count: ~2.7k
  • Ant. Diodes: 0
  • DR pass1 iterations: 4
  • WL/cell: ~14 µm
  • Routed Antenna Nets: 0
  • Drt first-iter violations: 143
  • Total Wirelength: between 8000 and 9000 µm

Flow run
  • Total of max-cap violations: 0
  • Tool Warnings: approximately 40

Status
  • Outcome: finished clean
report_power, final:
part,switching [mW],leakage (nW),total (mW),internal (mW)
sequential,0.256,0.985,2.52,2.26
combinational,0.652,0.703,1.18,0.532
clock,0.761,0.290,2.39,1.63
total,1.67,1.98,6.10,4.43
synthesized netlist by cell type (2+ instances only):
| cell type | count | share of area [%] |
|---|---|---|
| edfxtp_1 | 49 | 34 |
| a211oi_2 | 4 | 1.2 |
| and3_1 | 4 | 0.58 |
| a211oi_1 | 2 | 0.35 |
| a311oi_1 | 6 | 1.2 |
| a31oi_1 | 2 | 0.29 |
| or3_1 | 7 | 1.0 |
| nor3_2 | 2 | 0.47 |
| nand4_1 | 6 | 0.87 |
| mux2i_1 | 2 | 0.47 |
| clkbuf_1 | 10 | 0.87 |
| dfxtp_1 | 65 | 30 |
| nand3_1 | 9 | 1.0 |
| nor2_1 | 26 | 2.3 |
| o31ai_1 | 10 | 1.7 |
| a21oi_1 | 8 | 0.93 |
| inv_1 | 6 | 0.52 |
| buf_4 | 14 | 2.4 |
| ha_1 | 5 | 1.5 |
| nand2_1 | 15 | 1.3 |
| nor4_1 | 7 | 1.0 |
| xnor2_1 | 7 | 1.4 |
| xor2_1 | 14 | 2.9 |
| nor3b_1 | 2 | 0.35 |
| nor3_1 | 15 | 1.7 |
| o21ai_0 | 7 | 0.82 |
| nor2b_1 | 4 | 0.58 |
| mux2_2 | 12 | 3.1 |
| and2_1 | 7 | 1.0 |
worst max path at each step:
| stage | from | endpoint | slack (ns) | depth (start not counted) |
|---|---|---|---|---|
| 4_1_cts | lladc.active$_SDFFE_PP1P_ | o_csn | 0.42 | 2 |
| 5_1_grt | r_timer_val[0]$_SDFF_PP0_ | r_timer_val[16]$_SDFF_PP0_ | 0.28 | 6 |
| 6_report | lladc.active$_SDFFE_PP1P_ | o_csn | 0.41 | 2 |
critical path: stages (launching register included):
cell and delay, ns:
dfxtp_1 0.39, clkinv_1 0.28, clkdlybuf4s50_1 0.51
flip-flops by register name, summed over array words and instances (netlist names), 5 cells and up:
signal          cells
o_wb_data          20
r_timer_val        20
lladc.r_output     12
lladc.m_clk         5
r_max_timer        20
lladc.r_clk         9
lladc.r_data       15
per-layer routing:
| metal | vias to the layer above | wire length (µm) |
|---|---|---|
| li1 | 1357 | - |
| met1 | 1303 | 3990 |
| met2 | 52 | 3760 |
| met3 | 10 | 385 |
| met4 | 0 | 137 |
| met5 | - | 0 |
per-stage QoR:
stage / cells / area (µm²) / setup WS (ns) / hold WS, ns
2_1_floorplan: 355 / 4340 / 0.422 / 0.382
3_3_place_gp: 565 / 4960 / 0.525 / 0.393
3_5_place_dp: 565 / 4960 / 0.470 / 0.405
4_1_cts: 597 / 5550 / 0.417 / 0.415
5_1_grt: 597 / 5550 / 0.283 / 0.421
6_report: 597 / 5550 / 0.414 / 0.414
logic make-up (layout without fill, tap and decap cells):
group                    count (synthesis)  after routing  share of synthesized area [%]
buffers and inverters                   32             94                           4.05
AND/OR/NAND/NOR                        113            113                           14.5
other                                    1             13                         0.0874
multiplexers                            14             14                           3.61
AND-OR/OR-AND                           43             43                           7.37
adder cells (fa/ha/maj)                  5              5                           1.46
flip-flops                             114            114                           64.6
XOR/XNOR                                21             21                           4.28
final cells by class:
type / count / area (µm²)
multi-input cells: 209 / 1390
repair buffers: 55 / 546
flip-flops and latches: 114 / 2770
clock buffers: 25 / 485
fillers: 1250 / 8380
well taps: 180 / 225
inverters: 7 / 26.3
clock inverters: 7 / 108
No activity file was given, so power comes from the tool's default toggle rates.
